File: flow/design.v
module data_memory (
    input clk,         
    input [31:0] address,  
    input [31:0] write_data,  
    input WE,     
    output [31:0] read_data  
 );
    reg [31:0] mem [63:0];  
    always @(posedge clk) begin
        if (WE) begin
            mem[address[31:2]] <= write_data;  
        end
    end
    assign read_data = mem[address[31:2]];  
endmodule
File: flow/run.sh
#!/bin/bash
# OpenROAD 26Q1-2900-gdf79404cd8, Yosys 0.63+post, stock flow scripts
make -C /OpenROAD-flow-scripts/flow DESIGN_CONFIG=/design/flow/config.mk WORK_HOME=/design/flow/orfs finish
File: flow/config.mk
export PLATFORM = sky130hd
export DESIGN_NAME = data_memory
export DESIGN_NICKNAME = data_memory
export VERILOG_FILES = /design/flow/design.v
export SDC_FILE = /design/flow/constraint.sdc
export NUM_CORES = 4
export LEC_CHECK = 1
export CORE_UTILIZATION = 40
File: flow/constraint.sdc
current_design data_memory

set clk_period 53.6
set clk_io_pct 0.2

create_clock -name clk0 -period $clk_period [get_ports {clk}]

set non_clock_inputs [all_inputs -no_clocks]
set_input_delay [expr $clk_period * $clk_io_pct] -clock clk0 $non_clock_inputs
set_output_delay [expr $clk_period * $clk_io_pct] -clock clk0 [all_outputs]
==> run_results.csv <==
group,metric,value,unit
cts,root_buffer,"clkbuf_16",
outcome,status,"finished, final reports clean",
synthesis,yosys.stat.chipArea,78300,µm²
cts,cts_resized,0,
power,power.internal,2.57,mW
sta,finalCritPeriodShare,48.9,%
detailed_routing,routed_wl,206000,µm
sta,hold_violations,0,
job,warnings,52,
power,switching_share,21.8,%
power,p_seq_share,54.1,%
sta,slew_headroom,40.5,%
cts,post-cts-setup-buffer-count,0,
cts,clockBufferDepth,3,
placed_design,io_buffers,71,
synthesis,yosys_warnings,1,
hold_path,worstHoldPathCells,1,
synthesis,yosysCellCount,4207,
worst_setup_path,critPathMaxStageDelay,830,ps
detailed_routing,post-route-drc-count,0,
cells_and_area,drive_gt1_share,18.2,%
cts,clkTransAtPathRegs,60,ps
synthesis,ys_types,55,
detailed_routing,initialDrtViolationCount,2777,
synthesis,ff_type,"edfxtp_1",
job,maxCapViolations,0,
floorplan,fp_util,40.2,%
detailed_routing,ant_nets,0,
detailed_routing,wl_per_cell,29.0,µm
placed_design,gp_congestion,0.864,
grt,antenna_found_initial,3,
worst_setup_path,crit_fanout,51,
detailed_routing,routed_via_density,5.85,
grt,grt_max_degree,97,
detailed_routing,vias,41400,
placed_design,detailed_place_hpwl,113000,µm
sta,fin_tns_setup,0,ps
floorplan,core,195000,µm²
floorplan,die_w,444,µm
floorplan,core.rowCount,162,
worst_setup_path,crit_path_end_kind,"primary output",
cells_and_area,final_area,89100,µm²
placed_design,postPlaceCellArea,82800,µm²
cts,clock_sinks,2048,
cells_and_area,largest_register_ffs,2048,
cts,cts_buffers,202,
cts,htreeDepth,4,
sta,rsz0062_at_grt,"no",
worst_setup_path,worstPathCellList,"buf_8 -> buf_4 -> buf_4 -> nor2_4 -> buf_4 -> buf_4 -> a22o_1 -> nor3_1 -> a211oi_1 -> a2111oi_2 -> nand3_1 -> clkdlybuf4s50_1",
synthesis,synth_seq_share,78.6,%
synthesis,synth_cells,4207,
detailed_routing,dr.pass1.iters,7,
cells_and_area,fillerInstances,16100,
power,p_sw,0.715,mW
floorplan,io_pins,98,
floorplan,die_area,197000,µm²
synthesis,edf_count,2048,
worst_setup_path,worstPathRequired,42880,ps
hold_path,hp-class,"in2reg",
worst_setup_path,cp-start-kind,"primary input",
worst_setup_path,path_common_cell,"buf_4",
sta,period_minus_slack,26230,ps
cts,cts_tree,"yes",
grt,grt_pass1_vias,43800,
worst_setup_path,crit_type,"in2out",
cts,hold_buffers,0,
cells_and_area,syn2layout_area_growth,13.8,%
power,vdd_drop_max,35.3,µV
synthesis,syn_avg_cell_area,18.6,µm²
synthesis,numSynthFlops,2048,
sta,slew_violations,0,
sta,setup_viol,0,
grt,grt_usage,22.8,%
grt,grt_pass1_wl,298000,µm
worst_setup_path,crit_path_top_delay_cell,"a2111oi_2",
power,comb_power_share,5.3,%
synthesis,async_flop_share,0,%
synthesis,synth_area,78300,µm²
grt,grt-ovfl-total,0,
worst_setup_path,crit_arrival,15510,ps
power,p_per_area,36.9,nW/µm²
sta,worstMarginPinSlew,869,ps
power,clkPwrFrac,40.6,%
floorplan,die_h,444,µm
sta,max_freq,38.1,MHz
power,leakage,28.3,nW
-- per-layer routing --
layer	wire [µm]	track usage [%]
met1	70000	28.2
met4	7400	6.34
met2	95000	33.1
met5	259	0.952
met3	33100	16.4
-- final timing paths --
check,start,to,slack [ps]
worst max-delay path,address[3],read_data[28],27370
worst min-delay path,write_data[10],mem[28][10],10330
-- logic make-up after synthesis --
logic type | Yosys count | synth area share (%)
buffers and inverters | 300 | 1.70
flip-flops | 2048 | 78.6
AND-OR/OR-AND | 933 | 8.73
multiplexers | 502 | 8.19
AND/OR/NAND/NOR | 424 | 2.83
-- cell type report --
type	instances	area, µm²	area share [%]
clock inverters	122	958	1.08
inverters	2	15.0	0.0169
well taps	2542	3180	3.57
clock buffers	251	5280	5.93
repair buffers	262	2050	2.30
diodes	3	7.51	0.00843
multi-input cells	1859	16100	18.0
flip-flops and latches	2048	61500	69.1
-- synth_stat cells (16+ instances only) --
| library cell | count | area, µm² |
|---|---|---|
| a221oi_1 | 175 | 1530 |
| o22ai_1 | 93 | 582 |
| nand2_1 | 28 | 105 |
| nor2_1 | 145 | 544 |
| a22o_1 | 66 | 578 |
| nand2b_1 | 18 | 113 |
| a31oi_1 | 43 | 269 |
| mux2i_1 | 259 | 2590 |
| a21oi_1 | 121 | 606 |
| nand3_1 | 54 | 270 |
| buf_1 | 33 | 124 |
| o21ai_0 | 84 | 420 |
| a222oi_1 | 16 | 160 |
| a22oi_1 | 188 | 1410 |
| a211oi_1 | 17 | 128 |
| buf_2 | 83 | 415 |
| mux2_2 | 147 | 1660 |
| o22a_1 | 70 | 613 |
| and3_1 | 85 | 532 |
| mux4_2 | 96 | 2160 |
| edfxtp_1 | 2048 | 61500 |
| clkbuf_1 | 168 | 631 |
| nor3_1 | 22 | 110 |
-- cells in the final DEF (no fill, tap or decap), types with 61 or more instances in the layout --
| master | count |
|---|---|
| a22oi_1 | 188 |
| a22o_1 | 66 |
| mux2i_1 | 259 |
| clkbuf_16 | 204 |
| clkinv_1 | 61 |
| nor2_4 | 67 |
| o21ai_0 | 84 |
| and3_1 | 85 |
| mux4_2 | 96 |
| a221oi_1 | 175 |
| edfxtp_1 | 2048 |
| nor2_1 | 77 |
| o22a_1 | 70 |
| a21oi_1 | 121 |
| o22ai_1 | 93 |
| buf_4 | 187 |
| mux2_2 | 147 |
-- critical path: cells and delay by family --
kind                   cells  cell delay [ps]
AND-OR/OR-AND              3             1230
buffers and inverters      6             2730
AND/OR/NAND/NOR            3              690
-- metrics by stage --
step / hold WS (ps) / util (%) / power, mW / setup slack [ps] / cells
floorplan: 10820 / - / 1.89 / 30050 / 4207
global placement: 11160 / 42.6 / 1.98 / 27420 / 6713
detailed placement: 11160 / 42.6 / 1.98 / 27380 / 6713
CTS: 10270 / 45.8 / 3.30 / 27390 / 7086
global route: 10310 / 45.8 / 3.38 / 27260 / 7087
finish: 10330 / 45.8 / 3.28 / 27370 / 7089
-- power by group through the flow --
stage	logic, mW	clock network, mW	registers, mW
finish	0.174	1.33	1.78
global route	0.187	1.42	1.78
CTS	0.176	1.35	1.78
Power figures rest on the tool's default switching activity, not on a simulated workload.
