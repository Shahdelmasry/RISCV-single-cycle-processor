$ cat ./run.sh
#!/bin/bash
# OpenROAD 26Q1-2900-gdf79404cd8, Yosys 0.63+post, stock flow scripts
make -C /OpenROAD-flow-scripts/flow DESIGN_CONFIG=/design/flow/config.mk WORK_HOME=/design/flow/orfs finish
$ cat ./config.mk
export PLATFORM = sky130hd
export DESIGN_NAME = RISCV
export DESIGN_NICKNAME = RISCV
export VERILOG_FILES = /design/flow/design.v
export SDC_FILE = /design/flow/constraint.sdc
export NUM_CORES = 4
export LEC_CHECK = 1
export CORE_UTILIZATION = 30
$ cat ./constraint.sdc
current_design RISCV

set clk_period 31.7
set clk_io_pct 0.2

create_clock -name clk0 -period $clk_period [get_ports {clk}]

set non_clock_inputs [all_inputs -no_clocks]
set_input_delay [expr $clk_period * $clk_io_pct] -clock clk0 $non_clock_inputs
set_output_delay [expr $clk_period * $clk_io_pct] -clock clk0 [all_outputs]
$ cat ./design.v
module RISCV(
    input clk,           
    input [31:0] instr,     
    output [31:0] write_data,  
    output mem_write,    
    output [31:0] pc,  
    input [31:0] ReadData,  
    output [31:0] ALUResult,  
    input reset          
 );
    wire zero_flag,RegWrite,pcsrc,alusrc;  
    wire [2:0] alu_control;  
    wire[1:0] immsrc;  
    wire [1:0] resultsrc;  
    controller cu (
        .instruction(instr), 
        .zero_flag(zero_flag), 
        .alu_control(alu_control), 
        .RegWrite(RegWrite), 
        .mem_write(mem_write), 
        .resultsrc(resultsrc), 
        .immsrc(immsrc), 
        .pcsrc(pcsrc), 
        .alusrc(alusrc)
    );
    datapath dp (
        .clk(clk),  
        .reset(reset),  
        .ResultSrc(resultsrc),  
        .pcsrc(pcsrc),  
        .ALUSrc(alusrc),  
        .RegWrite(RegWrite),  
        .immsrc(immsrc),  
        .ALUControl(alu_control),  
        .zero_flag(zero_flag),  
        .PC(pc),  
        .instr(instr),  
        .ALUResult(ALUResult),  
        .WriteData(write_data),  
        .ReadData(ReadData)  
    );
endmodule
module datapath(
    input clk, reset,  
    input [1:0] ResultSrc,  
    input pcsrc,  
    input ALUSrc,  
    input RegWrite,  
    input [1:0] immsrc,  
    input [2:0] ALUControl,  
    output  zero_flag,  
    output [31:0] PC,  
    input [31:0] instr,  
    output [31:0] ALUResult,  
    output [31:0] WriteData,  
    input [31:0] ReadData  
 );
    wire [31:0] srcA;  
    wire [31:0] immExt;  
    reg [31:0] pc_next, srcB,result;
    program_counter pc_inst (
        .clk(clk),  
        .pc_next(pc_next),  
        .pc(PC),  
        .reset(reset)  
    );
    immediate_extender imm_ext (
        .instr(instr),
        .immsrc(immsrc),
        .immExt(immExt)
    );
    alu alu_inst (
        .srcA(srcA),
        .srcB(srcB),
        .alu_control(ALUControl),
        .ALUResult(ALUResult),
        .reset(reset), 
        .zero_flag(zero_flag)
    );
    register_file rf (
        .clk(clk),
        .reset(reset),  
        .rs1(instr[19:15]), 
        .rs2(instr[24:20]), 
        .rd(instr[11:7]), 
        .write_data(result), 
        .write_en(RegWrite), 
        .RD1(srcA),  
        .RD2(WriteData)
    );
    always@(*) begin
     case (ResultSrc)
        2'b00: result = ALUResult; 
        2'b01: result = ReadData;
        2'b10: result = PC + 4; 
        default: result = 32'h00000000;  
        endcase
     srcB = ALUSrc ? immExt : WriteData;  
    end
    always @(posedge clk) begin
     if (reset) begin
        pc_next <= 32'h00000000;  
     end
     else begin
     pc_next <= PC  + (pcsrc ? immExt : 4);  
     end
    end 
endmodule
module program_counter(
    input clk,reset,  
    input [31:0]pc_next,  
    output reg[31:0] pc  
 );     
        always @(posedge clk) begin
            if (reset) begin
                pc <= 32'h00000000;  
            end
            else
            pc <= pc_next;  
        end
endmodule
module register_file (
    input clk,  reset,         
    input [4:0] rs1,     
    input [4:0] rs2,     
    input [4:0] rd,      
    input [31:0] write_data,  
    input write_en,     
    output reg [31:0] RD1,  
    output reg [31:0] RD2   
 ); 
    reg [31:0] registers [31:0];  
    integer i;
    always @(posedge clk) begin
    if (reset) begin
        for (i = 0; i < 32; i = i + 1) begin
            registers[i] = 32'h00000000;  
        end
    end
    else begin
        if (write_en) begin
            registers[rd] <= write_data;  
        end
    end
    end
    always @(*) begin
        RD1 = registers[rs1];  
        RD2 = registers[rs2];  
    end    
endmodule
module alu (
    input [31:0] srcA,      
    input [31:0] srcB,      
    input [2:0] alu_control,  
    input reset,  
    output reg [31:0] ALUResult,  
    output reg zero_flag  
 );
    always @(alu_control,reset,srcB) begin
     if (reset) begin
        ALUResult = 32'h00000000;  
        zero_flag = 1'b1;  
    end
    else begin
        case (alu_control)
            3'b000: ALUResult = srcA + srcB;  
            3'b001: ALUResult = srcA - srcB;  
            3'b010: ALUResult = srcA & srcB;  
            3'b011: ALUResult = srcA | srcB;  
            3'b100: ALUResult = srcA ^ srcB;  
            3'b101: ALUResult = (srcA < srcB) ? 1 : 0;  
            default: ALUResult = 32'h00000000;  
        endcase
        zero_flag = (ALUResult == 32'h00000000);  
    end
    end
endmodule
module main_decoder (
    input [6:0] opcode,  
    output reg [1:0] ALUop,  
    output reg RegWrite,  
    output reg mem_write,  
    output reg [1:0] resultsrc,  
    output reg [1:0] immsrc,  
    output reg branch,jump, 
    output reg alusrc  
 );
 initial begin
        branch = 0;  
    end
 always @(*) begin
        casex (opcode)  
            7'b0110011: begin  
                RegWrite = 1;
                resultsrc =2'b00;  
                branch = 0; 
                mem_write = 0;
                alusrc = 0; 
                ALUop = 2'b10 ; 
                jump=0;
            end
            7'b0000011: begin  
                RegWrite = 1;
                immsrc = 2'b00; 
                ALUop = 2'b00; 
                alusrc = 1; 
                resultsrc = 2'b01; 
                mem_write = 0;
                branch = 0; 
                jump = 0; 
            end
            7'b0100011: begin  
                RegWrite = 0;
                immsrc = 2'b01; 
                alusrc = 1; 
                resultsrc = 2'b00;
                mem_write = 1; 
                branch = 0; 
                ALUop = 2'b00;
                jump = 0; 
            end
            7'b1100011: begin  
                RegWrite = 0;
                immsrc = 2'b10; 
                alusrc = 0; 
                resultsrc = 2'b00;
                mem_write = 0; 
                branch = 1; 
                ALUop = 2'b01;
                jump = 0;
            end
            7'b0010011: begin  
                RegWrite = 1;
                immsrc = 2'b00; 
                alusrc = 1; 
                resultsrc =2'b00; 
                mem_write = 0; 
                branch = 0; 
                ALUop = 2'b10;
                jump = 0; 
            end
            7'b1101111: begin  
                RegWrite = 1;
                immsrc = 2'b11;  
                resultsrc =2'b10; 
                mem_write = 0; 
                branch = 0; 
                ALUop = 2'b00;
                alusrc = 0; 
                jump = 1;  
            end
            default: begin 
                RegWrite = 1'bx;
                immsrc = 2'bxx;  
                resultsrc =2'bxx; 
                mem_write = 1'bx; 
                branch = 1'bx; 
                ALUop = 2'bxx;
                alusrc = 1'bx; 
                jump = 1'bx; 
            end 
        endcase
    end    
endmodule
module ALU_decoder (
    input [2:0] funct3, 
    input  funct7,op,
    input [1:0] ALUop, 
    output reg [2:0] alu_control
 );
    always @(*) begin
        if (ALUop == 2'b10) begin  
            case (funct3)
                3'b000: if ({op, funct7} == 2'b11) begin
                            alu_control = 3'b001;  
                        end else begin
                            alu_control = 3'b000;  
                        end
                3'b111: alu_control = 3'b010;  
                3'b110: alu_control = 3'b011;  
                3'b010: alu_control = 3'b101;  
                default: alu_control = 3'b000;  
            endcase
        end
        else if (ALUop == 2'b00) begin  
             alu_control = 3'b000;  
        end 
        else if (ALUop == 2'b01) begin  
            alu_control =  3'b001 ;  
        end 
        else begin 
            alu_control = 0;
        end
    end
endmodule
module controller (
    input [31:0] instruction,  
    input zero_flag,  
    output  [2:0] alu_control,  
    output  RegWrite,  
    output  mem_write,  
    output [1:0] resultsrc,  
    output  [1:0] immsrc,  
    output  pcsrc,  
    output  alusrc   
 );
    wire branch, jump; 
    wire [1:0] ALUop;
 main_decoder md (
     .opcode(instruction[6:0]),
     .ALUop(ALUop),
     .RegWrite(RegWrite),
     .mem_write(mem_write),
     .resultsrc(resultsrc),
     .immsrc(immsrc),
     .branch(branch),
     .jump(jump),
     .alusrc(alusrc)
 );
 ALU_decoder ad (
     .funct3(instruction[14:12]),
     .funct7(instruction[30]),
     .op(instruction[5]),
     .ALUop(ALUop),
     .alu_control(alu_control)
 );
 assign pcsrc = (branch & zero_flag)|jump ;  
endmodule
module immediate_extender (
    input [31:0] instr,  
    input [1:0] immsrc,  
    output reg [31:0] immExt  
 );
    always @(*) begin
        case (immsrc)
            2'b00: immExt = {{20{instr[31]}}, instr[31:20]};  
            2'b01: immExt = {{20{instr[31]}}, instr[31:25], instr[11:7]};  
            2'b10: immExt = {{19{instr[31]}}, instr[31], instr[7], instr[30:25], instr[11:8], 1'b0};  
            2'b11: immExt = {{12{instr[31]}}, instr[19:12], instr[20], instr[30:21], 1'b0};  
            default: immExt = 32'h00000000;  
        endcase
    end
endmodule
==> notes.md <==
Synthesis and PnR results.

- The horizontal die dimension is 457 um.
- In the routed design, unresolved DRC markers number 0.
- The post-synthesis sequential element count is around 1100.
- The number of global-route vias before repair is between 40000 and 50000.
- The cell repeated most along the worst path reads buf_4.
- The share of the synthesized area in the top cell type is about half.
- The growth of design area from synthesis to finish reads 13.7%.
- During I/O placement, the number of pins put on the boundary was 163.
- The placed wire-length estimate reads roughly 150 mm.
- The cell sequence reported for the critical path is buf_8 -> buf_4 -> buf_4 -> buf_4 -> buf_4 -> buf_4 -> buf_4 -> mux4_2 -> mux4_2 -> mux2_2 -> o21ai_0 -> ha_1 -> inv_1 -> a21oi_1 -> nand2b_1 -> a21oi_1 -> o41ai_1 -> o31ai_2 -> o221a_2 -> o21ai_0 -> nor2b_1 -> clkdlybuf4s50_1.
- The standard cell area after detailed placement reads 0.0669 mm^2.
- The layout summary lists the proportion of cells stronger than drive strength 1 as a little under a quarter.
- The count of unclocked register or latch pins reads 2.
- The top flip-flop cell by instance count after synthesis is edfxtp_1.
- Counting pins that exceed their max-slew limit in the final report gives 0.
- The die span in y reads between 400 and 500 um.
- The initial DRC count is 3932.
- The final tally of setup violations is 0.
- The number of antenna violations at the first check in global routing is 15.
- Looking at the post-CTS report, the setup buffer insertion count equals 0.
- The routed layout has between 40000 and 50000 vias.
- The post-CTS hold buffer count recorded in the log is 0.
- The kind of critical path is input port to output pin.
- The count of placed standard cells including taps reads ~7300.
- The leading area contributor after synthesis reads edfxtp_1.
- The wire length on met3 is 46.5 mm.
- Setup repair after global routing left no endpoint under its margin.
- The insertion delay at the late pin of the worst-skew pair is between 700 and 800 ps.
- The final-layout setup total negative slack reads 0 ps.
- Counting instances in the post-synthesis netlist gives the leading cell types as nor2_1, edfxtp_1, mux4_2, clkbuf_1, inv_1.
- The starting density of the core reads a little under a third.
- The maximum clock skew at final layout reads 98.5 ps.
- A synthesized cell averages 13.2 um^2.
- The most repeated cell in the gate-level netlist after synthesis is nor2_1.
- According to the timing report, the critical path is launched from instr[20].
- In this run the power density over the cells is about 54 mW/mm^2.
- The flow ran to the end, and the final reports show no timing, DRC or antenna violations.
- The routed design has roughly 240 mm of wire.
- The required time reported for the critical path endpoint is roughly 25000 ps.
- The count of buffers added on input and output ports is approximately 160.
- Per the OpenROAD floorplan log, the area of the die is 0.209 mm^2.
- The routability congestion estimate from global placement reads 0.988.
- Entering global routing, the biggest net connects 65 pins.
- The maximum single-stage delay on the critical path is 710 ps.
- The total tool warning count reads 90.
- The final critical path time including I/O delays and setup reads ~22000 ps.
- The clock-pin transition on the worst setup and hold timing paths is ~60 ps.
- The vias per cell reads between 5 and 6.
- The first global-routing pass estimated around 340 mm of wire.
- The maximum achievable frequency reads 45.5 MHz.
- The synth_stat.txt file lists the number of cells as 4693.
- The number of buffers inserted during clock tree synthesis is about 120.
- The tightest min-delay check is of the flip-flop to flip-flop type.
- The number of distinct standard cells referenced by the synthesized netlist is about 86.
- The slew at the pin closest to its max-slew limit is slightly below 1000 ps.
- The data arrival time of the worst path reads between 15000 and 20000 ps.
- Hold-check failures listed in the final report amount to 0.
- The kind of start point of the critical path reads an input port.
- The clock tree synthesis step divided the H-tree into 3 levels.
- The mean routed wirelength per cell is around 32 um.
- The global-route congestion overflow total is 0.
- The launching point of the worst reg2reg path reads dp.rf.registers[19][3].
- The area of all placed cells without fillers is a little over 0.07 mm^2.
- Looking at the clock tree report, the root buffer type is clkbuf_16.
- The number of cell rows reads approximately 170.
- The combined area of all synthesized cells reads just over 0.06 mm^2.
- The fraction of registers with async set/reset is 0%.
- The number of flops mapped to enable cells by yosys reads slightly above 1000.
- The worst setup slack for register-to-register paths is around 22000 ps.
- The detailed-router iteration count before antenna repair is 9.
- The worst reg2reg path depth is 32.
- The maximum clock insertion buffer count reads 3.
- The max-capacitance violation count reads 0.
- The number of unconstrained endpoints reads 2.
- The count of cells resized by post-cts repair is 0.
- The detail route stage leaves a number of antenna-violating nets equal to 0.
- The number of warnings printed during yosys synthesis is 7.
- The post-layout instance count excluding filler cells reads 7493.
- The worst VDD IR drop from the latest analysis is ~55 uV.
- The total leakage power reads between 0.02 and 0.025 uW.
- By area the synthesized netlist is led by edfxtp_1, mux4_2, nor2_1.
- The number of cells traversed by the worst hold path reads 1.
- The highest metal layer used by the detailed router reads met5.
- The wire length on met2 is about 100 mm.
- The post-synthesis chip area from yosys reads roughly 0.062 mm^2.
- After layout, the worst path uses just under 70% of the clock period.
- The endpoint class of the critical path reads an output pin.
- The total routed wire length on the met1 layer is around 74 mm.
- The critical-path cell with the highest stage delay is o21ai_0.
- Overall routing resource usage recorded by global route was 24.2%.
- The launch point of the worst hold path is dp.pc_next[11].
- The worst pin sits at a relative slew slack of a little under a third.
- The report shows a maximum critical-path fanout of just over 40.
- The instance count of the mapped netlist is 4693.
- The clock tree from TritonCTS reads built.
- The core region is around 0.20 mm^2.
==> stage by stage <==
stage                     power (uW)  hold slack [ps]  worst slack, ps  util (%)
after floorplan                 2150              414            13680         -
after global placement          2480              416             9660      32.6
after detailed placement        2480              422             9640      32.6
after CTS                       3810              434             9630      34.4
after global routing            3920              439             9030      34.4
final                           3810              431             9740      34.4
==> where the power goes <==
| part | leakage [uW] | internal, uW | total (uW) | switching [uW] |
|---|---|---|---|---|
| registers | 0.0103 | 1640 | 1680 | 36.1 |
| logic | 0.0116 | 317 | 796 | 479 |
| clock network | 0.00177 | 750 | 1330 | 585 |
| total | 0.0236 | 2710 | 3810 | 1100 |
==> critical path, delay by kind of cell <==
kind | cells | cell delay [ps]
buffers and inverters | 9 | 4800
AOI/OAI and AO/OA | 7 | 2200
muxes | 3 | 1350
adders and majority gates | 1 | 400
and+or+nand+nor | 2 | 350
==> final timing paths <==
path                       endpoint
setup / recovery      ALUResult[27]
hold / removal    dp.pc_inst.pc[11]
setup reg to reg     dp.pc_next[30]
hold reg to reg   dp.pc_inst.pc[11]
==> registers in the layout (all words and copies together), names as in the netlist <==
register and cells:
dp.pc_next 32, dp.pc_inst.pc 32, cu.md.immsrc 2, dp.rf.registers 1024
==> per-layer routing <==
metal	track usage (%)	up-vias
met3	20.3	597
met4	8.52	42
met2	34.7	3518
met5	5.07	-
met1	25.7	21100
li1	-	17900
==> area by class of cell <==
cell class | count | area [um^2]
Inverter | 130 | 488
Multi-Input combinational cell | 3034 | 28000
Clock inverter | 69 | 661
Sequential cell | 1090 | 32100
Clock buffer | 140 | 2990
Fill cell | 19300 | 134000
Antenna cell | 12 | 30.0
Tap cell | 2688 | 3360
Timing Repair Buffer | 330 | 2930
==> placed cells by master (no fill, tap or decap), types with 12 or more instances in the layout <==
cell             count
nor3_1              38
a31oi_1             22
nor4_1              15
dfxtp_1             64
clkinv_1            32
or2_2               17
clkbuf_16          116
nand2b_1            28
o21bai_1            13
nand3_1             53
a21oi_1            113
nand2_2             24
mux4_2             640
clkbuf_1            24
ha_1               128
diode_2             12
mux2_2              26
a21o_1              20
nor2b_1             76
inv_1              129
o21ai_0             87
buf_4              168
nand2b_2            32
o31ai_1             14
xnor2_1             45
clkdlybuf4s50_1    151
clkinv_2            16
nor2_1            1170
a222oi_1            31
nand4_1             17
nand2_1             93
and2_1              13
edfxtp_1          1024
a211oi_1            20
mux2i_1             58
xor2_1              25
o21a_1              16
==> logic make-up (layout without fill, tap and decap cells) <==
logic type / Yosys count / in the layout / synth area share, %
xor gates and xnor gates: 70 / 70 / 0.988
and+or+nand+nor: 1633 / 1633 / 11.2
buffers and inverters: 569 / 669 / 3.54
other: 0 / 12 / 0
adders and majority gates: 131 / 131 / 2.68
muxes: 724 / 724 / 24.6
DFF: 1088 / 1088 / 51.6
AOI/OAI and AO/OA: 476 / 476 / 5.35
latches: 2 / 2 / 0.0484
Power figures rest on the tool's default switching activity, not on a simulated workload.
